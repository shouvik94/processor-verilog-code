--- design/flow/run.sh ---
#!/bin/bash
# OpenROAD 26Q1-2900-gdf79404cd8, Yosys 0.63+post, stock flow scripts
make -C /OpenROAD-flow-scripts/flow DESIGN_CONFIG=/design/flow/config.mk WORK_HOME=/design/flow/orfs finish
--- design/flow/config.mk ---
export PLATFORM = sky130hd
export DESIGN_NAME = instReg
export DESIGN_NICKNAME = instReg
export VERILOG_FILES = /design/flow/design.v
export SDC_FILE = /design/flow/constraint.sdc
export NUM_CORES = 4
export LEC_CHECK = 1
export CORE_UTILIZATION = 30
--- design/flow/constraint.sdc ---
current_design instReg

set clk_period 12.7
set clk_io_pct 0.2

create_clock -name clk0 -period $clk_period [get_ports {done}]
create_clock -name clk1 -period $clk_period [get_ports {mem_active}]

set non_clock_inputs [all_inputs -no_clocks]
set_input_delay [expr $clk_period * $clk_io_pct] -clock clk0 $non_clock_inputs
set_output_delay [expr $clk_period * $clk_io_pct] -clock clk0 [all_outputs]
--- design/flow/design.v ---
module instReg (
    input clk,mem_active,
    input [7:0]addr,data,
    input done,
    output reg [7:0]out 
);
    reg [7:0]mem[255:0];
    always @(posedge done) begin
        mem[addr]= data;
    end
    always@(posedge mem_active) begin
        out = mem[addr];
    end
endmodule
==> reports/results.ini <==
[critical_path]
path_class=in -> reg
crit_required_ns=12.75
cp_max_fo=76
cp.arrival_ns=7.00
cp-start-kind=primary input
end_kind=flop

[final_timing]
rsz0062_at_grt=no
final.setup.worst_slack_ns=5.75
slew_violations=0
tightest_slew_ns=1.03
fin_setup_tns_ns=0
finalHoldViolCount=0
setup_violations=0
slew_headroom_pct=31.3

[synth]
syn_area_um2=78300
syn_area_per_cell_um2=22.2
yosysCellCount=3524
ys_ff=2056
yosys.area_share.simple_pct=1.58
yosysUniqueCellTypes=19
area_leaders=edfxtp_1 (79%), mux4_2 (15%), a22oi_1 (2.5%)
ff_type=edfxtp_1
compound_area_share_pct=3.63
async_flop_share_pct=0
ys_area_um2=78300
seq_area_frac_synth_pct=78.7
logic_family=multiplexers
edf_count=2048
synth_warnings=1
ys_sh_xor_pct=0
netlist_instances=3524
yosysTopAreaCell=edfxtp_1
mux_share_pct=14.7
top_area_share_pct=78.5
ys_sh_adder_pct=0

[pwr]
vdd_ir_drop_max_v=0.000117
pwr_density_cell_nw_per_um2=153
p_leak_nw=26.3

[min_path]
hold_path_class=reg -> reg

[final_layout]
fill_cells=23400
area_delta_synth_final_pct=13.4
logic_area_um2=15700
layout_top_cells=edfxtp_1 (2048), mux4_2 (512), nor2_1 (259)
final_cell_area_um2=88800
lay_top_count=edfxtp_1
drive_gt1_share_pct=24.0
seq_area_um2=61700

[clock_tree]
cts_setup_buffers=0
cts_resized=0
cts.sinks=2056
cts_tree=done
ctsHoldBuffers=0
clk_pin_slew_worst_paths_ns=0.06

[floorplanning]
die_w_um=513
fp.dieH_um=513
initial_core_util_pct=30.2
core_area_um2=259000
die_area_um2=263000
io_pins=27
fp-row-count=187

[placed_design]
port_buffers=24
hpwl_um=107000
gp_congestion=0.826
dp_slack_ns=5.46
placed_cell_area_um2=82800

[global_route]
grt_pass1_wl_um=271000
antenna_found_initial=4
grt_pass1_vias=40200
grt_max_degree=101
grt_overflow=0
gr-usage-all-layers_pct=15.2

[routing]
drtIter0Drc=2489
antenna_left=0
vias=36200
drt_wl_total_um=185000
routedWlPerCell_um=25.7
first_pass_iters=5
route.detailed.drc=0
viasPerCell=5.03

[run]
tool_warnings=30
drv_cap=0

[status]
outcome=finished clean

==> where the power goes <==
group / internal [mW] / switching, mW
Combinational: 0.217 / 0.406
Clock: 3.08 / 2.42
Sequential: 7.49 / 0.0107
==> area by class of cell <==
type | instances | area share (%)
Clock buffer | 250 | 6.01
Tap cell | 3402 | 4.79
Sequential cell | 2056 | 69.4
Clock inverter | 110 | 0.794
Multi-Input combinational cell | 1242 | 17.7
Antenna cell | 1 | 0.00282
Timing Repair Buffer | 130 | 1.31
==> routing by layer <==
metal	part of all wire (%)	track usage, %	wire length, um
met1	34	17.9	63500
met2	48	23.1	89200
met3	15	10.9	28000
met4	2.1	2.78	3860
met5	0.10	0.511	184
==> synthesized netlist by cell type (all sizes together) (25+ instances only) <==
cell type  count
buf           80
nand2         25
clkbuf       146
a21oi        128
mux4         512
nor2         260
a22oi        256
o41ai         32
edfxtp      2048
==> state kept, by name, summed over array words and instances, names as in the netlist <==
| name | cells |
|---|---|
| mem | 2048 |
| out | 8 |
==> stage by stage <==
stage	utilization (%)	std cells	hold WS [ns]	total power, mW
finish	34.2	7191	1.52	13.6
global placement	31.9	6830	0.929	8.27
global route	34.2	7191	1.64	14.0
detailed placement	31.9	6830	0.935	8.28
CTS	34.2	7190	1.59	13.7
floorplan	-	3524	0.819	7.98
==> final timing paths <==
kind / from / endpoint / slack (ns) / cells after the start
max in group clk0: addr[1] / mem[163][3] / 6.67 / 6
max reg2reg: mem[251][6] / out[6] / 9.50 / 5
min in group clk0: data[5] / mem[248][5] / 2.16 / 1
min: mem[209][2] / out[2] / 1.52 / 5
min reg2reg: mem[209][2] / out[2] / 1.52 / 5
max: addr[1] / out[6] / 5.75 / 9
==> critical path, stage by stage <==
cell     delay [ns]
buf_8          0.49
buf_4          0.68
buf_4          0.72
buf_4          0.62
mux4_2         0.41
a22oi_1        0.21
a21oi_1        0.15
o41ai_1        0.87
nand4_1        0.20
==> cell families after synthesis <==
kind of cell,Yosys count
flops,2056
buf+inv,226
mux,512
compound gates,416
simple gates,314
Power figures rest on the tool's default switching activity, not on a simulated workload.
