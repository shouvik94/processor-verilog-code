===== design/flow/config.mk =====
export PLATFORM = sky130hd
export DESIGN_NAME = pc
export DESIGN_NICKNAME = pc
export VERILOG_FILES = /design/flow/design.v
export SDC_FILE = /design/flow/constraint.sdc
export NUM_CORES = 4
export LEC_CHECK = 1
export CORE_AREA = 10 10 70 70
export DIE_AREA = 0 0 80 80

===== design/flow/constraint.sdc =====
current_design pc

set clk_period 1.3
set clk_io_pct 0.2

create_clock -name clk0 -period $clk_period [get_ports {clk}]

set non_clock_inputs [all_inputs -no_clocks]
set_input_delay [expr $clk_period * $clk_io_pct] -clock clk0 $non_clock_inputs
set_output_delay [expr $clk_period * $clk_io_pct] -clock clk0 [all_outputs]

===== design/flow/design.v =====
module pc(rst,clk,out_pc);
input rst,clk;
output reg [7:0] out_pc;
always@(posedge clk or posedge rst)
begin
if(rst)
out_pc<=8'd0;
else out_pc<=out_pc+1;
end
endmodule

===== design/flow/run.sh =====
#!/bin/bash
# OpenROAD 26Q1-2900-gdf79404cd8, Yosys 0.63+post, stock flow scripts
make -C /OpenROAD-flow-scripts/flow DESIGN_CONFIG=/design/flow/config.mk WORK_HOME=/design/flow/orfs finish

==> notes.md <==
The flow run is done. Setup repair after global routing left no endpoint under its margin. The critical path maximum fanout is 2. In the post-synthesis netlist, the biggest area contributors are sky130_fd_sc_hd__dfrtp_1 63%, sky130_fd_sc_hd__xnor2_1 8.2%, sky130_fd_sc_hd__xor2_1 8.2%, sky130_fd_sc_hd__ha_1 3.9%, sky130_fd_sc_hd__nand3_1 3.1%. Mean post-synth cell area landed at between 10 and 15 um^2. TritonCTS built the clock tree. Number of DRC markers in iteration 0 landed at 8. In the global route stage, overall resource usage came out at 0.03005. Netlist area before placement landed at 320.3 um^2.

For this sky-water flow run, the detailed-routed wirelength per cell is reported as 8.802 um. The final timing report lists a max-slew violation count of 0. Post-synthesis cell count from yosys landed at 25. Wire length reported by the detailed router landed at 801 um.

Slew at the pin with the worst max-slew slack landed at 0.3087 ns. Post-synth tally of flip-flops with integrated enable landed at 0. Sorting the synthesized cells by how often they occur yields 8 x sky130_fd_sc_hd__dfrtp_1, 3 x sky130_fd_sc_hd__xnor2_1, 3 x sky130_fd_sc_hd__xor2_1. Per the post-run analysis, buffers plus inverters along the critical path come to 1.

Smallest hold slack landed at roughly 0.26 ns. Listed in order, past its start point the critical path passes dlygate4sd2_1. Worst-case reg-to-reg path depth landed at 4. Combinational share of power landed at 0.018. Among all cell types in the netlist, the one instantiated most often is sky130_fd_sc_hd__dfrtp_1. Per the CTS log, the maximum H-tree level is 1.

Global routing finished with a remaining overflow of 0. Endpoints failing hold in the final report were tallied at 0. In the power breakdown, the internal column shows 357.4 uW.

Share of the synthesized area in the top cell type landed at 0.6250. Worst slew margin relative to its limit landed at 0.7940. The critical path in this run is classified as reg -> out. According to the Yosys statistics, the synthesized design has a chip area of between 300 and 400 um^2.

Of the total power, the share spent switching nets is 0.1893. The number of global-route vias before repair came to 287. Pin placement for this block handled 10 I/O pins. Final worst clock skew landed at 0.0009667 ns.

In this run the horizontal extent of the chip is 80 um. Looking at the worst setup and hold paths, the clock pins of their registers show a slew of 0.05 ns. Mean number of vias per cell landed at 2.703. Per the synthesis report, the dominant area consumer among library cells is sky130_fd_sc_hd__dfrtp_1. Flip-flop count of the largest register, all copies and words added landed at 8. Max-capacitance violation count landed at 0. STA classifies the critical path endpoint as a primary output.

The first global-routing pass estimated 1.469 mm of wire. Area inside the core boundary landed at between 3000 and 4000 um^2. The last timing report of the flow puts the setup violation total at 0. The number of warnings reported in the stage logs is 25. Per the timing report, the most critical flop-to-flop path originates at out_pc[2]. According to the timing report, the data required time at the worst endpoint equals 1.04 ns.

The floorplan step defined a die boundary enclosing 6400 um^2. Looking at the VDD voltage map, the peak drop is 0.1895 mV. Post-cts hold buffer count landed at 0. The report lists the power per cell area as about 820 nW/um^2.

At the later pin of the worst-skew pair, clock insertion delay measures 0.25 ns. For reference, the critical path is captured by out_pc[3]. Half-perimeter wire length of the detailed placement result landed at roughly 600 um. Floorplan utilization landed at 0.09377. Total iterations of the first detailed-routing run landed at 2.

The power report attributes to the sequential group a share of 0.566. The worst hold path belongs to the class in -> async. Number of antenna diodes landed at 0.

Number of placement rows landed at 21. Final core utilization landed at 0.1582. The number of antenna violations at the first check in global routing is 0. Power dissipated by switching net loads landed at roughly 83 uW. Share of the yosys chip area belonging to registers landed at 0.6250. Number of buffers created by CTS landed at 3. The run finished with clean final reports. Fraction of power consumed by the clock network landed at 0.417. The synthesis report names the predominant flop master as sky130_fd_sc_hd__dfrtp_1. The STA report counts the stages on the worst setup path as 1. Number of unique standard cell types used by synthesis landed at 11. Buffer depth of the longest clock path landed at 2.

The OpenROAD report gives the critical path a data arrival time of 0.89 ns. On the critical path the largest part of the delay comes from flip-flops. The final timing summary puts the cycle share of the worst path at 0.8859. Of all flip-flops after synthesis, the portion carrying an async set or reset was 1.000. Top achievable clock speed landed at roughly 0.87 GHz.

The clock net in this run drives a total of 8 sinks. STA lists the endpoint of the worst register-to-register path as out_pc[7]. The cell sitting at the root of the clock tree is a sky130_fd_sc_hd__clkbuf_4. The worst-case reg-to-reg setup slack stands at 0.25 ns. For this block, the via count after detailed routing is 246. Compared with the post-synthesis result, the final layout area differs by 68.75%.

Delay of the slowest cell on the worst path landed at around 0.4 ns. Tracing the worst setup path back leads to its startpoint at out_pc[3]. Number of warning messages in the yosys log landed at 1. Leakage component of the power landed at 0.2681 nW.

Once detail routing completed, the nets flagged for antenna violations numbered 0. Synthesized flop and latch total landed at 8. Remaining design rule violation count landed at 0.

Total power after layout landed at 440.9 uW. The registers reported with the highest flop counts are out_pc: 8 flops. Per the gpl log, the routability congestion estimate is roughly 0.67. Sum of negative setup slack landed at 0 ns. Time the final worst path needs with I/O delays and setup landed at 1.152 ns. On the critical path, the stage with the largest delay is an instance of sky130_fd_sc_hd__dfrtp_1. Die height landed at 80 um. STA classifies the critical path startpoint as a flop. Pin count of the biggest net entering global routing landed at 9. The synthesized instance count is 25. Count of input and output buffers landed at 9.

Ranked by flip-flop count, first place goes to out_pc. The layout summary lists the proportion of cells stronger than drive strength 1 as 0.2889.
-- layer usage --
layer | wire [um] | share of wire | global-route usage
met1 | 343 | 0.43 | 0.03516
met5 | 0 | 0 | 0
met3 | 123 | 0.15 | 0.02614
met4 | 0 | 0 | 0.005282
met2 | 335 | 0.42 | 0.04093
-- per-stage QoR --
step | cell area (um^2) | setup WS [ns] | instances
CTS | 540.5 | 0.1338 | 91
finish | 540.5 | 0.1484 | 91
global route | 540.5 | 0.08927 | 91
floorplan | 320.3 | 0.3935 | 25
global placement | 475.5 | 0.1076 | 81
detailed placement | 475.5 | 0.1124 | 81
-- final cells by class --
type | instances | area, um^2
multi-input cells | 15 | 112.6
well taps | 46 | 57.56
flip-flops and latches | 8 | 200.2
repair buffers | 17 | 140.1
clock buffers | 3 | 22.52
inverters | 2 | 7.507
fillers | 383 | 2875
-- worst min path at each step --
stage | cells past startpoint | endpoint | from | slack (ns)
5_1_grt | 2 | out_pc[0] | rst | 0.29
4_1_cts | 2 | out_pc[0] | rst | 0.26
6_report | 2 | out_pc[2] | rst | 0.26
-- logic make-up (layout without fill, tap and decap cells) --
| group | Yosys count | in the layout | synth area share |
|---|---|---|---|
| DFF | 8 | 8 | 0.6250 |
| and+or+nand+nor | 8 | 8 | 0.1485 |
| buffers and inverters | 2 | 22 | 0.02345 |
| xor gates and xnor gates | 6 | 6 | 0.1641 |
| adders and majority gates | 1 | 1 | 0.03906 |
-- timing repair --
action,CTS,global route
gates resized,8,0
buffers inserted,7,0
endpoints found under the setup margin,8,0
-- power groups by stage --
stage / Combinational [mW] / Clock [mW] / Sequential [mW]
4_1_cts: 0.00812 / 0.195 / 0.249
5_1_grt: 0.00939 / 0.203 / 0.249
6_report: 0.00778 / 0.184 / 0.249
-- layout by cell type, fill, tap and decap left out, drive strengths merged --
master / instances
xnor2: 3
buf: 8
nor3: 1
inv: 2
nand2: 2
clkbuf: 3
clkdlybuf4s50: 1
xor2: 3
nor2: 1
ha: 1
dlygate4sd2: 8
nand3: 3
dfrtp: 8
and3: 1
No activity file was given, so power comes from the tool's default toggle rates.
